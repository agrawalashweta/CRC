<file path="/design/flow/config.mk">
export PLATFORM = sky130hd
export DESIGN_NAME = crc16
export DESIGN_NICKNAME = crc16
export VERILOG_FILES = /design/flow/design.v
export SDC_FILE = /design/flow/constraint.sdc
export NUM_CORES = 4
export LEC_CHECK = 1
export CORE_AREA = 10 10 89 89
export DIE_AREA = 0 0 99 99
</file>
<file path="/design/flow/constraint.sdc">
current_design crc16

set clk_period 1.9
set clk_io_pct 0.2

create_clock -name clk0 -period $clk_period [get_ports {clk}]

set non_clock_inputs [all_inputs -no_clocks]
set_input_delay [expr $clk_period * $clk_io_pct] -clock clk0 $non_clock_inputs
set_output_delay [expr $clk_period * $clk_io_pct] -clock clk0 [all_outputs]
</file>
<file path="/design/flow/design.v">
module crc16(
    input clk,
    input rst_n,
    input enable,
    input [7:0] data_in,
    input clear,
    output reg [15:0] crc_out
);
    reg [15:0] crc_reg;
    reg [15:0] crc_next;
    integer i;
    reg b;
    reg [15:0] crc_temp;
    always @(*) begin
        crc_temp = crc_reg;
        for (i = 0; i < 8; i = i + 1) begin
            b = ((crc_temp[15]) ^ (data_in[7 - i]));  
            crc_temp = crc_temp << 1;
          if (b)
                crc_temp = crc_temp ^ 16'h1021;
        end
        crc_next = crc_temp;
    end
    always @(posedge clk or negedge rst_n) begin
        if (!rst_n)
            crc_reg <= 16'hFFFF;
        else if (clear)
            crc_reg <= 16'hFFFF;
        else if (enable)
            crc_reg <= crc_next;
    end
    always @(*) begin
        crc_out = crc_reg;
    end
endmodule
</file>
<file path="/design/flow/run.sh">
#!/bin/bash
# OpenROAD 26Q1-2900-gdf79404cd8, Yosys 0.63+post, stock flow scripts
make -C /OpenROAD-flow-scripts/flow DESIGN_CONFIG=/design/flow/config.mk WORK_HOME=/design/flow/orfs finish
</file>
==> run summary <==
Total power density per cell area: 911 mW/mm²
Yosys Instances: 80
IR drop worst, VDD: 0.422 mV
Most common cell after layout, fill and taps aside: sky130_fd_sc_hd__clkdlybuf4s50_1
Accumulated negative setup slack: 0 ns
Global-route wire length before repair: 4040 µm
Fraction of power spent switching nets: 25.4%
Layout overhead on the synthesized area: 46.2%
Cell-by-cell listing of the critical path: clkdlybuf4s50_1
DR pass1 iterations: 4
Number of DRC violations after detailed-routing iteration 0: 42
CP peak stage delay: 0.59 ns
Horizontal extent of the die: 99 µm
Number of warnings in the stage logs: 25
Grt ovf: 0
Effective utilization at floorplan: 17.1%
Post-DP HPWL: 1900 µm
Synthesized flop and latch total: 16
Layout fillers: 618
Flop area: 420 µm²
Clock root buffer: sky130_fd_sc_hd__clkbuf_8
Number of antenna violations at the first check in global routing: 0
Largest net degree at the start of global routing: 17
FMAX: 587 MHz
Worst-path cell with the longest stage delay: sky130_fd_sc_hd__dfstp_2
Simple Share, Synth: 6.82%
Finished layout cell area: 0.00150 mm²
Number of top-level pins: 28
Type of the setup path with the least slack: reg2out
Worst max-slew margin expressed relative to the limit: 71.9%
Post-detailed-route wirelength per cell: 12.5 µm
RSZ-0062 raised after global routing: no
Post-Route Hold Slack: 0.543 ns
Aoi/oai-family share of the synthesized area: 13.0%
Remaining antenna violation count after routing: 0
Number of buffers between clock root and the deepest sink: 2
Count of port buffers added during placement: 27
Combinational gate area: 584 µm²
Sequential share of power: 36.7%
Post-CTS Repair Setup Buffers: 0
Share of synthesized area occupied by flip-flops and latches: 40.9%
Combinational share of power: 45.3%
Routed Wire Length: 2380 µm
Overall routing resource usage: 5.02%
Hold violation total from the final report: 0
Number of clock buffers inserted by TritonCTS: 3
Core area: 0.00599 mm²
Synthesis warning total: 1
Kind of capture point of the worst setup path: primary output
Worst path arrival time: 1.32 ns
Routed via count divided by cell count: 3.67
Final critical delay including setup and external delays: 1.70 ns
Number of global-route vias before repair: 762
Slew at the pin with the worst max-slew slack: 0.419 ns
Share of synthesized cell area in full adder, half adder and majority cells: 0%
Synthesized instance count: 80
Clock transition at the register clock pins on the worst setup and hold paths after CTS: 0.06 ns
Chip Area, Yosys: 0.00103 mm²
GP Congestion: 0.745
Final Non-Filler Cells: 190
Placed Cells incl. Taps: 187
DRC violation count after routing: 0
Fraction of final layout cells with drive strength greater than 1: 29.6%
Setup slack after layout: 0.198 ns
Via count: 698
Static power due to leakage: 0.629 nW
Vertical die size: 99 µm
Reported max-cap violation count: 0
Kind of cell with the highest combined delay on the critical path: flip-flops
Maximum fanout encountered on the critical timing path: 3
Main combinational cell family by area after synthesis: XOR/XNOR gates
Avg Synthesized Cell Area: 12.8 µm²
Floorplan row count: 28
Post-CTS resize count: 0
Min-delay worst type: reg2reg
Req. time, crit path: 1.52 ns
Total Die Area: 0.00980 mm²
Post-route clock period utilization: 89.6%
Number of diodes: 0
Total standard cell area after synthesis: 0.00103 mm²
Number of hold buffers added after cts: 0
Outcome: finished clean
Post-synthesis cell type count: 19
Finish-stage setup viols: 0
Slew Viols, Final: 0
TritonCTS clock tree: done
Clock latency of the later-clocked register in the worst-skew pair: 0.24 ns
Setup Slack @ Placement: 0.0372 ns
Buffers plus inverters on the worst setup path: 1
CTS H-tree depth: 1
Multiplexer share of the synthesized area: 0%
Largest register FFs: 16
Internal power summed over all cells: 1.02 mW
Skew final: 0.00157 ns
Power dissipated by switching net loads: 0.347 mW
Highest-count cells in the layout ignoring fill and taps: sky130_fd_sc_hd__clkdlybuf4s50_1, sky130_fd_sc_hd__dfstp_2, sky130_fd_sc_hd__buf_4
Post-placement cell area: 0.00146 mm²
TritonCTS Sinks: 16
Clk network pwr share: 18.0%
Startpoint type of the worst setup path: flip-flop
Xor and xnor fraction of the mapped netlist area: 37.0%
-- synthesized netlist by cell type, drive strengths merged --
library cell	number	share of area, %
nor3	3	1.5
xnor2	9	10
inv	1	0.37
a211o	7	6.0
o21ai	5	2.4
buf	1	0.37
o21bai	1	0.73
dfstp	16	41
clkbuf	4	1.5
xnor3	8	18
xor2	6	6.6
a21oi	8	3.9
nor2	3	1.1
nor2b	7	4.3
xor3	1	2.7
-- cell families (layout without fill, tap and decap cells) --
kind of cell / Yosys count / count (layout)
buffers and inverters: 6 / 41
XOR/XNOR: 24 / 24
AND/OR/NAND/NOR: 13 / 13
flip-flops: 16 / 16
AND-OR/OR-AND: 21 / 21
-- routing by layer --
layer / up-vias / GRT usage (%) / wire [µm]
met5: - / 0 / 0
met4: 0 / 0.221 / 0
li1: 345 / - / -
met1: 327 / 7.00 / 1120
met3: 0 / 2.68 / 256
met2: 26 / 7.06 / 999
-- power by group through the flow --
stage	combinational [mW]	clock, mW	sequential, mW
finish	0.619	0.246	0.502
global route	0.681	0.269	0.517
CTS	0.632	0.261	0.506
-- path summary, 6_finish.rpt --
| kind | depth (start not counted) | endpoint | slack [ns] | start |
|---|---|---|---|---|
| worst max-delay path | 1 | crc_out[13] | 0.20 | crc_reg[13] |
| worst min-delay path | 2 | crc_reg[4] | 0.54 | crc_reg[4] |
| worst max register to register | 3 | crc_reg[14] | 0.37 | crc_reg[14] |
| worst min register to register | 2 | crc_reg[4] | 0.54 | crc_reg[4] |
| max in group asynchronous | 2 | crc_reg[10] | 1.20 | rst_n |
| min in group asynchronous | 2 | crc_reg[8] | 0.67 | rst_n |
-- layout make-up --
class,instances,area share [%]
clock buffers,3,2.75
inverters,1,0.250
multi-input cells,58,38.9
flip-flops and latches,16,28.0
well taps,75,6.25
repair buffers,37,23.8
-- stage by stage --
stage               power (mW)  utilization (%)
floorplan                0.877                -
global placement          1.14             24.4
detailed placement        1.14             24.4
CTS                       1.40             25.1
global route              1.47             25.1
finish                    1.37             25.1
Power is estimated from default activity; no workload was simulated.
